==> flow/design.v <==
module addertop(
	input [3:0]			a		,
	input [3:0]			b		,
	input				cin		,
	output reg [3:0]	res		,
	output				carry	,
	output				zero	,
	output				overflow
);
	subadder #(4) subadder_u(
		.a			(a			),
		.b			(b			),
		.cin		(cin		),
		.res		(res		),
		.carry		(carry		),
		.zero		(zero		),
		.overflow	(overflow	)
	);
endmodule
module subadder #(
	parameter wordsize = 32
)(
	input [wordsize-1:0]		a		,  
	input [wordsize-1:0]		b		,
	input						cin		, 
	output reg [wordsize-1:0]	res		,
	output reg					carry	,
	output reg					zero	,
	output reg					overflow
);
	wire [wordsize-1:0]	Bin;
	assign Bin = (b^{wordsize{cin}}) + cin;  
	assign {carry,res} = a + Bin;
	assign zero = ~|res;
	assign overflow = (a[wordsize-1]==Bin[wordsize-1])&&(res[wordsize-1]!=a[wordsize-1]); 
endmodule
==> flow/run.sh <==
#!/bin/bash
# OpenROAD 26Q1-2900-gdf79404cd8, Yosys 0.63+post, stock flow scripts
make -C /OpenROAD-flow-scripts/flow DESIGN_CONFIG=/design/flow/config.mk WORK_HOME=/design/flow/orfs finish
==> flow/config.mk <==
export PLATFORM = sky130hd
export DESIGN_NAME = addertop
export DESIGN_NICKNAME = addertop
export VERILOG_FILES = /design/flow/design.v
export SDC_FILE = /design/flow/constraint.sdc
export NUM_CORES = 4
export LEC_CHECK = 1
export CORE_AREA = 10 10 70 70
export DIE_AREA = 0 0 80 80
==> flow/constraint.sdc <==
current_design addertop

set clk_period 4.6
set clk_io_pct 0.2

create_clock -name clk0 -period $clk_period

set non_clock_inputs [all_inputs -no_clocks]
set_input_delay [expr $clk_period * $clk_io_pct] -clock clk0 $non_clock_inputs
set_output_delay [expr $clk_period * $clk_io_pct] -clock clk0 [all_outputs]
==> reports/writeup.txt <==
With the port buffer count at 16, the number of logged tool warnings is 33. Per STA, the highest per-stage delay on the worst path measures 0.49 ns. The highest clock rate this design can be run at is 228 MHz. The power report lists cell-internal power as 59.7 µW. The run gives 332 for the number of global-route vias before repair.

For the relative slew slack, the log shows 0.842. With the share of power burned in the clock network at 0, the minimum clock period after layout is 4.38 ns. The final hold violation count came out at 0. The launch point of the critical path is b[0].

The area enclosed by the die boundary is 6400 µm², and the relative contribution of sequential cells to total power is 0. The first global-routing pass estimated 1360 µm of wire. The cell area that synthesis handed to floorplanning was 314 µm². The tools report the switching power summed over all nets as 35.4 µW. After technology mapping, the gate count stands at 38. Setup repair after global routing left no endpoint under its margin. Recorded from the global router log, the overflow total was 0. The number of antenna violations at the first check in global routing came out at 0. The run finished with clean final reports. Data arrives at the worst endpoint at 3.46 ns.

Per the run summary, max-cap violations total 0. The die height was 80 µm; the total routing resource utilization after global routing was 0.0259. In this run the core area contains 21 standard-cell rows. The script computed a power per unit cell area of 176 nW/µm². Clock buffers in the final layout number 0. The violation tally recorded at the end of detailed-routing iteration 0 is 3. The part of the total power dissipated in combinational logic was 1.000. After synthesis, the design contains 38 cells according to Yosys. STA classifies the critical path endpoint as a primary output.

With the register cell area after layout at 0 µm², the leakage power is 0.217 nW. Per STA, the worst path is made up of clkdlybuf4s50_1, inv_1, ha_2, ha_1, xnor2_1, xnor2_1, ha_1, a21oi_2, and2_1, xnor2_1, clkdlybuf4s50_1. Looking at the max-slew report, the worst-margin pin has a slew of 0.237 ns. The end point of the most critical hold path was overflow. The aggregate negative setup slack came out at 0 ns.

The post-layout period usage of the worst path came out at 0.952. Using the TritonRoute via totals, the vias-per-cell ratio works out to 3.10. Proportion of synthesized chip area in sequential cells: 0.

The switching part of the total is 0.372, and the total of warnings raised by yosys is 2. According to the timing report, the data required time at the worst endpoint equals 3.68 ns. Note that the worst hold path type here is primary input to primary output.

The number of max-slew violations in the final report was 0; the largest net degree at the start of global routing was 7. The final weighted congestion of routability-driven global placement was 0.727. The tools report the utilization after layout as 0.158.

The area occupied by multi-input gates was 305 µm²; the remaining antenna violation count was 0. The critical path class was primary input to primary output. For the worst min-delay path, the startpoint reported by OpenROAD is a[3].

The post-CTS hold buffer count recorded in the log is 0. The average cell area after synthesis was 8.26 µm². The highest fanout seen on the critical path came out at 4. For the count of different cell masters after synthesis, the log shows 19. The ratio of cells with drive above 1 in the final layout was 0.111. Once detailed placement completed, the half-perimeter wirelength came to 788 µm.

Looking at the critical path, the single cell with the biggest stage delay is clkdlybuf4s50_1. For the layout filler cell count, the log shows 399. For this run, the final setup violation count is recorded as 0. The tools report the worst IR drop on VDD as 0.0000360 V. The flow measured a signed area growth from synthesis to layout of 72.1%.

The report gives the cell count of the worst hold path as 4. The tools report the startpoint class of the critical path as a primary input. In the synthesis report, Yosys lists the chip area as 314 µm².

For the I/O pin total, the log shows 16. The count of flip-flops and latches was 0; the number of iterations in the first detailed-routing pass was 3. The routed design has 843 µm of wire.

The run gives 8.43 µm for the wire length per cell. The initial cell density of the core came out at 0.0919. Cell type with the highest occurrence count on the critical path: xnor2_1. The run gives 0 as the post-CTS setup-driven buffer insertion count. The final antenna diode tally reported by the flow is 0. Detailed routing inserted a total of 310 vias.

With the horizontal die dimension at 80 µm, the residual DRC count is 0. Area of the placeable core: 3420 µm².
[layout by cell type (no fill, tap or decap)]
cell             netlist  routed
xor2_1                 1       1
xnor2_1                5       4
nand2_1                1       1
nor2_1                 1       1
a21o_1                 3       3
xnor2_2                0       1
nand3_1                3       3
ha_1                   7       6
a21oi_1                2       2
a21oi_2                2       2
nand2b_1               2       2
dlymetal6s2s_1         0       1
ha_2                   0       1
buf_4                  0       1
o221ai_2               1       1
inv_1                  2       2
fa_1                   1       1
o21ai_1                1       1
nand4_1                1       1
or2_1                  1       1
clkdlybuf4s50_1        0      15
and2_1                 2       2
nor3_1                 1       1
[Yosys cell counts (all sizes together)]
cell	count	area [µm²]
o221ai	1	15.0
nor2	1	3.75
o21ai	1	5.00
or2	1	6.26
ha	7	87.6
nand4	1	6.26
xnor2	5	43.8
nand2b	2	12.5
nand2	1	3.75
a21oi	4	27.5
a21o	3	22.5
inv	2	7.51
and2	2	12.5
fa	1	20.0
nor3	1	5.00
buf	1	11.3
nand3	3	15.0
xor2	1	8.76
[per-layer routing]
layer | part of all wire | vias up | GRT usage
li1 | - | 166 | -
met1 | 0.34 | 142 | 0.0231
met2 | 0.63 | 2 | 0.0586
met3 | 0.034 | 0 | 0.00455
met4 | 0 | 0 | 0
met5 | 0 | - | 0
[cell type report]
cell class / count / area share
Tap cell: 46 / 0.106
Inverter: 2 / 0.0139
Timing Repair Buffer: 17 / 0.315
Multi-Input combinational cell: 35 / 0.565
[power groups by stage]
stage / clock network (mW) / logic, mW / registers (mW)
after CTS: 0 / 0.0943 / 0
after global routing: 0 / 0.108 / 0
final: 0 / 0.0952 / 0
[cells by family (layout without fill, tap and decap cells)]
family | after synthesis | after routing | share of synthesized area
simple gates | 12 | 12 | 0.207
buf+inv | 3 | 19 | 0.0598
xor+xnor | 6 | 6 | 0.167
compound gates | 9 | 9 | 0.223
fa+ha+maj | 8 | 8 | 0.343
[timing repair]
item                                   CTS  global route
setup endpoints to repair                0             3
endpoints found under the hold margin    0             0
resized                                  0             3
[worst max-delay path by stage]
stage	slack, ns	to	cells past startpoint
4_1_cts	0.09	res[3]	10
5_1_grt	0.05	res[3]	11
6_report	0.22	res[3]	11
[stage by stage]
step | cells | setup WS [ns] | power (mW) | hold WS, ns | area [µm²]
after floorplan | 38 | 1.26 | 0.0451 | 1.92 | 314
after global placement | 100 | 0.103 | 0.0936 | 2.87 | 528
after detailed placement | 100 | 0.0975 | 0.0937 | 2.87 | 528
after CTS | 100 | 0.0930 | 0.0943 | 2.88 | 528
after global routing | 100 | 0.0540 | 0.108 | 2.96 | 541
final | 100 | 0.223 | 0.0952 | 2.85 | 541
[critical path, delay by kind of cell]
kind            cells  cell delay [ns]
compound gates      1             0.21
xor+xnor            3             0.45
simple gates        1             0.18
fa+ha+maj           3             0.71
buf+inv             3             0.98
Power and IR drop assume default switching activity.
