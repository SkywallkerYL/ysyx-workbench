### /design/flow/design.v
module alu #(parameter len = 4)(
	input [len-1:0]			a		,
	input [len-1:0]			b		,
	input [2:0]				func	,
	output reg [len-1:0]	out		,
	output					overflowo,
	output					carryo	
);
	wire [len-1:0] outaddsub	;  
	wire [len-1:0] outcom		;
	wire [len-1:0] nota			; 
	wire [len-1:0] aandb		; 
	wire [len-1:0] aorb			; 
	wire [len-1:0] axorb		; 
	wire  alessb		; 
	wire  aeqb			; 
	wire cin					;
	assign cin = func [0]		;
	wire eq						;
	wire overflow				;
	wire overflowcom			;
	wire carry					;
	subadder #(len) subadder_u(
		.a			(a			),
		.b			(b			),
		.cin		(cin		),
		.res		(outaddsub	),
		.carry		(carry		),
		.zero		(eq			),
		.overflow	(overflow	)
	);
	subadder #(len) subadder_u_com(
		.a			(a			),
		.b			(b			),
		.cin		(!func[0]	),
		.res		(outcom		),
		.carry		(			),
		.zero		(			),
		.overflow	(overflowcom)
	);
	assign nota = ~a;
	assign aandb = a&b;
	assign aorb = a|b;
	assign axorb = a^b;
	assign alessb = outcom[len-1] ^ overflowcom;
	assign aeqb = eq;
	always @(func or a or b ) begin
		case (func) 
			3'b000 : out = outaddsub	;
			3'b001 : out = outaddsub	;
			3'b010 : out = nota			;
			3'b011 : out = aandb		;
			3'b100 : out = aorb			;
			3'b101 : out = axorb		;
			3'b110 : out = {{(len-1){1'b0}},alessb}		;
			3'b111 : out = {{(len-1){1'b0}},aeqb  }		;
		default : out = outaddsub	;
		endcase
	end
	assign overflowo = overflow	;
	assign carryo = carry		;
endmodule
module subadder #(
	parameter wordsize = 32
)(
	input [wordsize-1:0]		a		,  
	input [wordsize-1:0]		b		,
	input						cin		, 
	output reg [wordsize-1:0]	res		,
	output reg					carry	,
	output reg					zero	,
	output reg					overflow
);
	wire [wordsize-1:0]	Bin;
	assign Bin = (b^{wordsize{cin}}) + cin;  
	assign {carry,res} = a + Bin;
	assign zero = ~|res;
	assign overflow = (a[wordsize-1]==Bin[wordsize-1])&&(res[wordsize-1]!=a[wordsize-1]); 
endmodule
module top(
	input [3:0]			a		,
	input [3:0]			b		,
	input [2:0]				func	,
	output reg [3:0]	out		,
	output					overflowo,
	output					carryo	
);
	alu #(4) alu_u(
			.a			(a			),
			.b			(b			),
			.func		(func		),
			.out		(out		),
			.overflowo	(overflowo	),
			.carryo		(carryo		)	
);
endmodule
### /design/flow/config.mk
export PLATFORM = sky130hd
export DESIGN_NAME = top
export DESIGN_NICKNAME = top
export VERILOG_FILES = /design/flow/design.v
export SDC_FILE = /design/flow/constraint.sdc
export NUM_CORES = 4
export LEC_CHECK = 1
export CORE_AREA = 10 10 76 76
export DIE_AREA = 0 0 86 86
### /design/flow/run.sh
#!/bin/bash
# OpenROAD 26Q1-2900-gdf79404cd8, Yosys 0.63+post, stock flow scripts
make -C /OpenROAD-flow-scripts/flow DESIGN_CONFIG=/design/flow/config.mk WORK_HOME=/design/flow/orfs finish
### /design/flow/constraint.sdc
current_design top

set clk_period 4.6
set clk_io_pct 0.2

create_clock -name clk0 -period $clk_period

set non_clock_inputs [all_inputs -no_clocks]
set_input_delay [expr $clk_period * $clk_io_pct] -clock clk0 $non_clock_inputs
set_output_delay [expr $clk_period * $clk_io_pct] -clock clk0 [all_outputs]
==> changes_impl.md <==
### Physical design

- CP max stage cell: clkdlybuf4s50_1
- Area growth syn-to-layout: 42.7%
- Status: finished clean
- Critical path launch point type: input pin
- # clk buffers: 0
- Post-Syn Area: 698 sq um
- First-pass GRT wire length: 3020 um
- Final std cells w/o fill: 161
- Max-Cap Viols: 0
- Die X-Extent: 86 um
- 1st-iter DRT viols: 34
- Setup CP Type: in2out
- CP max stage delay: 0.44 ns
- Switch share: 0.443
- Io pins: 17
- Slew HR: 0.762
- Post-CTS Setup Bufs: 0
- Syn. warnings: 3
- Synth area leader: ha_1
- Combinational group share of total power: 1.000
- VDD IR max: 0.0394 mV
- Post-synth top cells: 20 x ha_1, 13 x inv_1, 6 x a21oi_1, 6 x nor2_1, 6 x xnor2_1
- Post-Synthesis Mean Instance Area: 7.59 sq um
- Top cells by area: ha_1 36%, xnor2_1 7.5%, inv_1 7.0%, xor2_1 5.0%, a21oi_1 4.3%
- Finished Cell Area: 996 sq um
- Worst path cell trace: clkdlybuf4s50_1 -> xor2_1 -> ha_1 -> xor2_2 -> ha_1 -> a21oi_2 -> nand2_2 -> xnor2_2 -> a41o_1 -> a41o_1 -> clkdlybuf4s50_1
- Global placer's final weighted congestion: 0.807
- Finish-stage setup viols: 0
- YS chip area: 698 sq um
- Pre-Repair DR Iteration Count: 4
- Die span in y: 86 um
- Most frequent cell after synthesis: ha_1
- Power Dens Cells: 133 nW/um^2
- Critical Path RT: 3.68 ns
- Number of diodes: 0
- Min cycle time layout: 4.43 ns
- FMAX: 226 MHz
- Worst Setup End Kind: primary output
- PortBufs: 17
- Floorplan core density: 0.170
- Vias per cell: 4.02
- Clock share of power: 0
- Crit path arrival time: 3.51 ns
- Sw power: 58.6 uW
- Tool warning count: 39
- Layout cells sized above 1: 0.117
- P_leak: 0.000495 uW
- Yosys Instances: 92
- Flip-flops: 0
- HP Class: in2out
- Critical Path Fanout Max: 2
- Setup TNS Final: 0 ns
- Fin crit share: 0.963
- Routed length per instance: 11.2 um
- Internal Power: 73.6 uW
- DP Wirelength: 1560 um
- Top-area cell share: 0.358
- Via count: 648
- Number of global-route vias before repair: 647
- Inst Count DP: 161
- Post-route DRC violation count: 0
- Cells after Synth: 92
- Routed Wire Length: 1800 um
- Cell variety after synth: 27
- Largest net degree at the start of global routing: 16
- Final slew viol count: 0
- GRT overflow: 0
- Gr usage total: 0.0476
- Initial antenna violation count: 0
- Post-synth seq share: 0
- Die area: 7400 sq um
- FP Rows: 23
- Placed cell area: 956 sq um
- Core footprint: 4120 sq um
- Flop area: 0 sq um
- Hold Fails Final Rpt: 0
- Worst slew pin tran: 0.356 ns
- RSZ-0062 raised after global routing: no
- Antenna viol nets, final: 0
- Seq pwr share: 0
## cell type report
| class | count | area, sq um |
|---|---|---|
| fillers | 449 | 3120 |
| inverters | 13 | 48.8 |
| multi-input cells | 76 | 668 |
| well taps | 50 | 62.6 |
| repair buffers | 22 | 216 |
## layout by cell type (no fill, tap or decap), drive strengths merged
cell type / n
a221oi: 2
inv: 13
a21o: 3
dlymetal6s2s: 2
maj3: 1
nor2b: 4
nand2b: 3
nor2: 6
a2bb2oi: 1
a41o: 2
a21boi: 1
a31oi: 1
ha: 20
o221ai: 1
mux2i: 1
a22o: 1
a21oi: 6
and3: 1
xnor2: 6
nand3: 1
fa: 1
nor3: 1
o21ai: 3
clkdlybuf4s50: 15
o22ai: 3
xor2: 4
buf: 5
nand2: 3
## critical path: cells and delay by family
| kind | cells | cell delay [ns] |
|---|---|---|
| adders and majority gates | 2 | 0.57 |
| xor gates and xnor gates | 3 | 0.53 |
| and+or+nand+nor | 1 | 0.09 |
| AOI/OAI and AO/OA | 3 | 0.55 |
| buffers and inverters | 2 | 0.84 |
## path summary, 6_finish.rpt
kind / startpoint / endpoint / slack [ns] / cells after the start
worst max-delay path: b[1] / out[0] / 0.17 / 11
worst min-delay path: func[0] / out[2] / 2.81 / 5
## logic make-up after synthesis
group / share of synthesized area
xor+xnor: 0.125
fa+ha+maj: 0.403
compound gates: 0.235
mux: 0.0143
simple gates: 0.134
buf+inv: 0.0878
## timing repair
item	in CTS	in global routing
setup endpoints to repair	1	3
gates resized	1	10
hold endpoints to repair	0	0
hold buffers	0	0
pin swaps	0	3
## per-stage QoR
step                      power [uW]  hold WS (ns)  setup WS [ns]  utilization
after detailed placement         127          3.05        -0.0164        0.232
after global placement           126          3.04        0.00479        0.232
final                            132          2.81          0.172        0.242
after CTS                        128          3.06        0.00140        0.234
after floorplan                 71.7          1.93          0.922            -
after global routing             149          2.86         0.0345        0.242
## per-layer routing
| layer | global-route usage | vias up | part of all wire |
|---|---|---|---|
| met3 | 0.00667 | 0 | 0.051 |
| li1 | - | 358 | - |
| met2 | 0.0784 | 16 | 0.43 |
| met5 | 0 | - | 0 |
| met4 | 0 | 0 | 0 |
| met1 | 0.0678 | 274 | 0.52 |
## power by group through the flow
stage | sequential [uW] | clock, uW | combinational [uW]
final | 0 | 0 | 132
after CTS | 0 | 0 | 128
after global routing | 0 | 0 | 149
Power figures rest on the tool's default switching activity, not on a simulated workload.
